[flow/config.mk]
export PLATFORM = sky130hd
export DESIGN_NAME = Mux16bit321
export DESIGN_NICKNAME = Mux16bit321
export VERILOG_FILES = /design/flow/design.v
export SDC_FILE = /design/flow/constraint.sdc
export NUM_CORES = 4
export LEC_CHECK = 1
export CORE_AREA = 10 10 70 70
export DIE_AREA = 0 0 80 80
[flow/constraint.sdc]
current_design Mux16bit321

set clk_period 1.6
set clk_io_pct 0.2

create_clock -name clk0 -period $clk_period

set non_clock_inputs [all_inputs -no_clocks]
set_input_delay [expr $clk_period * $clk_io_pct] -clock clk0 $non_clock_inputs
set_output_delay [expr $clk_period * $clk_io_pct] -clock clk0 [all_outputs]
[flow/design.v]
module Mux16bit321(
    input [15:0] A,
    input [15:0] B,
    input [15:0] C,
    input [1:0] sel,
    output reg [15:0] out
);
    always @* begin
        case (sel)
            2'b00: out = A;
            2'b01: out = B;
            2'b10: out = C;
            2'b11: out = C;
            default: out = 16'b0;
        endcase
    end
endmodule
[flow/run.sh]
#!/bin/bash
# OpenROAD 26Q1-2900-gdf79404cd8, Yosys 0.63+post, stock flow scripts
make -C /OpenROAD-flow-scripts/flow DESIGN_CONFIG=/design/flow/config.mk WORK_HOME=/design/flow/orfs finish
==> deck_impl_summary.md <==
Implementation Results

Outcome
  • Status: finished clean

Final timing
  • Worst Slack Setup Final: between 80 and 90 ps
  • Slew margin rel.: 90.5%
  • Fin. Hold Viols: 0
  • Min Tclk post-route: 1510 ps
  • Slew Limit Fails: 0
  • Slew @ Worst Pin: between 100 and 150 ps
  • RSZ-0062 raised after global routing: false
  • Fmax: roughly 660 MHz
  • Setup TNS: 0 ps
  • Final setup violation count: 0
  • Final period util: 94.6%

Clock network
  • Post-CTS setup buffer count: 0

Drt
  • N_diodes: 0
  • Vias: approximately 640
  • ANT nets after route: 0
  • Final wirelength: approximately 2200 µm
  • DRC viols: 0
  • DR vias/cell: 3.83
  • Avg WL per Cell: roughly 13 µm
  • Pre-Repair DR Iteration Count: 3
  • Initial DRC Count: 3

Power and ir drop
  • Sequential share of power: 0%
  • Switching share of power: a little over a quarter
  • P per Cell Area: roughly 230 mW/mm²
  • Pleak: between 0.0004 and 0.0005 µW
  • Worst IR drop on VDD: 0.0561 mV
  • Cell-internal power: 181 µW
  • Sw power: roughly 65 µW
  • Power share of the clock group: 0%
  • Combinational share of power: approximately 100%

Synthesis
  • Yosys stat area: between 300 and 400 µm²
  • Avg Inst Size Synth: roughly 6.5 µm²
  • Syn. warnings: 1
  • Ao+oa area frac: a little under a quarter
  • Post-synth mux share: between 40% and 50%
  • Fa+ha+maj area frac: 0%
  • Instance count of the mapped netlist: approximately 53
  • Ys cells: ~53
  • Netlist cell types: 8
  • Cell area after synthesis: between 300 and 400 µm²
  • Main logic family after synthesis: multiplexers
  • Synth area leaders: mux2i_1, nand2_1, o21ai_1, o21ai_0, buf_12
  • Top cell area share: 46.5%
  • Synth area leader: mux2i_1
  • XOR Share, Synth: 0%
  • Synth Seq Share: 0%
  • Post-Synth Simple-Gate Area: between 10% and 20%

Layout
  • Fill cells: between 300 and 400
  • Fin cells: between 150 and 200
  • Share of cells above drive strength 1: approximately 6%
  • Flop count: 0
  • Layout area overhead: 207%
  • Register Area: 0 µm²
  • Clock buffers: 0

Placement
  • Placer congestion estimate: 0.781
  • Dpl cells: around 160
  • Port-buffer cells: approximately 66
  • Pre-CTS setup slack: -447 ps

Critical path
  • Critical Path RT: 1280 ps
  • Critical Path End: out[8]
  • CP max-delay cell: clkdlybuf4s50_1
  • WP data arrival: approximately 1200 ps
  • CP Class: input pin to output port
  • Startpoint Class: input pin
  • Critical Path Start: B[8]
  • Crit path capture type: output port
  • Crit path cell chain: clkdlybuf4s50_1 > mux2i_1 > o21ai_1 > dlygate4sd2_1
  • Worst path max stage delay: around 460 ps
  • Worst-path fanout max: 1

Run
  • Count of tool warnings: 32
  • Maxcap violations: 0

Die
  • Die W: 80 µm
  • Chip area: 0.00640 mm²
  • Row count: 21
  • FP Core Util: 10.1%
  • Die height: 80 µm
  • Core area: 0.00342 mm²
  • # IOs: ~66

GRT
  • Total GRT Usage: under 10%
  • Largest net degree at the start of global routing: 15
  • First-pass GRT wire length: ~3200 µm
  • Vias in the first global route: ~600
  • Initial antenna violation count: 0
  • GRT overflow: 0

Hold path
  • Worst Hold Launch: sel[0]
  • Hold Crit Class: input pin to output port
## critical path: cells and delay by family
family	cells	cell delay, ps
buf+inv	2	680
mux	1	70
compound gates	1	140
## routing by layer
| layer | track usage (%) | vias up | share of wire (%) |
|---|---|---|---|
| met5 | 0 | - | 0 |
| met4 | 0.176 | 0 | 0 |
| met3 | 1.36 | 0 | 8.0 |
| met2 | 10.8 | 30 | 51 |
| met1 | 7.32 | 283 | 41 |
| li1 | - | 323 | - |
## how the worst min path moves through the flow
stage,to,slack [ps],cells past startpoint
CTS,out[7],1370,4
global route,out[11],1330,5
finish,out[7],1270,5
## cell usage after synthesis (all sizes together)
| library cell | count |
|---|---|
| o21ai | 16 |
| buf | 3 |
| nand2 | 16 |
| mux2i | 16 |
| clkbuf | 2 |
## cell type report
class | instances | area [µm²] | share of cell area [%]
Tap cell | 46 | 57.6 | 5.45
Timing Repair Buffer | 72 | 698 | 66.1
Multi-Input combinational cell | 48 | 300 | 28.4
## cells in the final DEF (no fill, tap or decap)
cell	count
o21ai_1	15
dlygate4sd2_1	17
buf_4	1
o21ai_0	1
buf_6	5
mux2i_1	16
buf_2	1
nand2_1	16
clkdlybuf4s50_1	48
## metrics by stage
stage	instance area, µm²	hold WS, ps	util, %	power (µW)
floorplan	344	675	-	65.4
detailed placement	1050	1540	30.7	264
CTS	1060	1370	31.0	251
finish	1060	1270	30.9	246
global placement	1050	1550	30.7	261
global route	1060	1330	30.9	270
## logic make-up (layout without fill, tap and decap cells)
kind of cell | after synthesis | after routing
AOI/OAI and AO/OA | 16 | 16
muxes | 16 | 16
buffers and inverters | 5 | 72
and+or+nand+nor | 16 | 16
## timing repair
action / 4_1_cts / 5_1_grt
hold buffers: 0 / 0
pin swaps: 3 / 0
endpoints found under the hold margin: 0 / 0
gates resized: 31 / 2
setup endpoints to repair: 16 / 3
gates cloned: 2 / 0
## power by group through the flow
stage	Clock (µW)	Combinational, µW	Sequential [µW]
final	0	246	0
after global routing	0	270	0
after CTS	0	251	0
Power figures rest on the tool's default switching activity, not on a simulated workload.
