==> ./design.v <==
module Encoder_16to8(
    input [15:0] datain,
    output reg ecoutput0,
    output reg ecoutput1,
    output reg ecoutput2,
    output reg ecoutput3,
    output reg ecoutput4,
    output reg ecoutput5,
    output reg ecoutput6,
    output reg ecoutput7
);
always @(*) begin
    ecoutput0 = datain[0] ^ datain[1] ^ datain[2] ^ datain[3] ^ datain[4] ^ datain[5] ^ datain[6] ^ datain[7];
    ecoutput1 = datain[8] ^ datain[9] ^ datain[10] ^ datain[11] ^ datain[12] ^ datain[13] ^ datain[14] ^ datain[15];
    ecoutput2 = datain[0] ^ datain[1] ^ datain[8] ^ datain[9];
    ecoutput3 = datain[2] ^ datain[3] ^ datain[10] ^ datain[11];
    ecoutput4 = datain[4] ^ datain[5] ^ datain[12] ^ datain[13];
    ecoutput5 = datain[6] ^ datain[7] ^ datain[14] ^ datain[15];
    ecoutput6 = datain[0] ^ datain[2] ^ datain[4] ^ datain[6] ^ datain[8] ^ datain[10] ^ datain[12] ^ datain[14];
    ecoutput7 = datain[1] ^ datain[3] ^ datain[5] ^ datain[7] ^ datain[9] ^ datain[11] ^ datain[13] ^ datain[15];
end
endmodule
==> ./run.sh <==
#!/bin/bash
# OpenROAD 26Q1-2900-gdf79404cd8, Yosys 0.63+post, stock flow scripts
make -C /OpenROAD-flow-scripts/flow DESIGN_CONFIG=/design/flow/config.mk WORK_HOME=/design/flow/orfs finish
==> ./config.mk <==
export PLATFORM = sky130hd
export DESIGN_NAME = Encoder_16to8
export DESIGN_NICKNAME = Encoder_16to8
export VERILOG_FILES = /design/flow/design.v
export SDC_FILE = /design/flow/constraint.sdc
export NUM_CORES = 4
export LEC_CHECK = 1
export CORE_AREA = 10 10 70 70
export DIE_AREA = 0 0 80 80
==> ./constraint.sdc <==
current_design Encoder_16to8

set clk_period 1.7
set clk_io_pct 0.2

create_clock -name clk0 -period $clk_period

set non_clock_inputs [all_inputs -no_clocks]
set_input_delay [expr $clk_period * $clk_io_pct] -clock clk0 $non_clock_inputs
set_output_delay [expr $clk_period * $clk_io_pct] -clock clk0 [all_outputs]
==> Changelog: implementation <==
## Flow update

* Hold WC Path Type: in2out
* Worst Setup Path Type: in2out
* Total power at 0.313 mW
* Simple Share, Synth at 0%
* I/O pin total at 24
* Area Growth Syn to Fin at 131%
* Wire length on met2 at 402 um
* Setup Viol. Count Final at 0
* Synth warn at 1
* Psw at 0.111 mW
* RSZ-0062 raised after global routing: no
* Chip area line of the yosys report at 318 um2
* Synth Area per Inst at 9.93 um2
* Total die size at 6400 um2
* Synthesized cell area at 318 um2
* Die Y at 80 um
* Layout clock buffer count at 0
* Core outline area at 3420 um2
* Layout Utilization at 21.5%
* Post-Syn Instances at 32
* Worst Tran Pin Value at 0.268 ns
* Gpl congestion at 0.696
* Dpl cell area at 668 um2
* Switching share of power at 35.6%
* Main logic family: XOR/XNOR gates
* Slew headroom at 82.0%
* Die width at 80 um
* Drt wl/cell at 9.15 um
* Seq pwr share at 0%
* Vias in the first global route at 369
* VDD IR max at 0.116 mV
* Hold slack at 1.18 ns
* First-pass GRT wire length at 1680 um
* M1 wire length at 504 um
* All-Layer GR Usage at 3.16%
* # hold bufs at CTS at 0
* Yosys xor share at 100%
* WP data required at 1.36 ns
* Number of OpenROAD warnings at 32
* Crit. End Element: primary output
* Final global-route overflow total at 0
* Final antenna-violating net count at 0
* Hold Violations, Final at 0
* Fmax at 0.612 GHz
* Aoi share at 0%
* FP Core Util at 9.30%
* Max FO, Critical Path at 2
* P_leak at 0.304 nW
* Pin count of the biggest net entering global routing at 3
* Sequential element share of the synthesized area at 0%
* Drt first pass iters at 2
* Power density over the cells at 427 nW/um2
* Share of cells above drive strength 1 at 55.2%
* DRT iter0 DRCs at 2
* Yosys Instances at 32
* Combinational share of power at 100.0%
* Sequential cells at 0
* Worst hold path depth at 5
* DR vias at 304
* Initial antenna violation count at 0
* Vias per cell at 2.69
* Max Slew Vio Count at 0
* Highest routed metal layer: met3
* Outcome: completed
* Post-synth cell types at 3
* Buffers on Ports at 24
* Dpl cells at 109
* Final WL at 1030 um
* Crit path launch type: input pin
* Number of core rows at 21
* Final instance area at 733 um2
* Pint at 0.202 mW
* # diodes at 0
* # DRC at 0
* FA/HA/MAJ Cells, Area Fraction at 0%
* Fin cells at 113
* Post-DP HPWL at 969 um
* Area fraction in mux cells at 0%
* Tcrit/Tclk final at 96.1%
* Met3 routed WL at 127 um
* Register area at 0 um2
* Layout fillers at 379
* Max-cap violations at 0
* WP data arrival at 1.29 ns
* Clock network fraction of design power at 0%
* Tmin final at 1.63 ns
[final cells by class]
type                       instances  area (um2)  area share, %
multi-input combinational         32         397           54.1
timing repair buffer              35         279           38.1
tap                               46        57.6           7.85
[power by group through the flow]
stage	registers (mW)	clock network, mW	logic, mW
4_1_cts	0	0	0.309
5_1_grt	0	0	0.345
6_report	0	0	0.313
[worst max-delay path, stage by stage]
cell             delay (ns)
dlygate4sd2_1          0.27
xor2_2                 0.20
buf_4                  0.15
xnor2_2                0.13
clkdlybuf4s15_1        0.19
[synthesized netlist by cell type]
| library cell | count | area share, % |
|---|---|---|
| xnor2_1 | 25 | 69 |
| xor2_2 | 5 | 26 |
| xor2_1 | 2 | 5.5 |
[logic make-up (layout without fill, tap and decap cells)]
family                 Yosys count  count (layout)
XOR/XNOR                        32              32
buffers and inverters            0              35
[placed cells by master, fill, tap and decap left out]
master,instances
buf_2,3
buf_4,11
clkbuf_2,5
clkdlybuf4s15_1,5
clkdlybuf4s15_2,4
dlygate4sd2_1,7
xnor2_1,16
xnor2_2,8
xnor2_4,1
xor2_1,2
xor2_2,5
[metal layers]
metal	vias to the layer above	GRT usage [%]
li1	163	-
met1	124	4.63
met2	17	4.65
met3	0	1.02
met4	0	0
met5	-	0
[final timing paths]
check                      from         to  slack, ns
worst max-delay path  datain[7]  ecoutput5       0.07
worst min-delay path  datain[2]  ecoutput6       1.18
[what timing repair did]
action,4_1_cts,5_1_grt
setup endpoints to repair,8,4
setup buffers,5,0
resized,49,14
pin swaps,15,8
[stage by stage]
step / setup WS, ns / setup TNS [ns]
after floorplan: 0.524 / 0
after global placement: -0.578 / -4.14
after detailed placement: -0.562 / -4.14
after CTS: 0.0119 / 0
after global routing: 0.00148 / 0
final: 0.0663 / 0
Power is estimated from default activity; no workload was simulated.
